===== flow/design.v =====
`timescale 1ns / 1ps
module adder4(
    input [3:0] i_a,
    input [3:0] i_b,
    input i_c,
    output [3:0] o_sum,
    output o_carry,
	 output o_over
    );
	 reg [4:0] temp;
always@(*) begin
	temp = {1'b0, i_a} + {1'b0,i_b};
	o_sum = temp [3:0];
	o_carry = temp[4];
	o_over = o_sum[3] ^ i_a[3] ^ i_b[3] ^ o_carry;
end  
endmodule

===== flow/run.sh =====
#!/bin/bash
# OpenROAD 26Q1-2900-gdf79404cd8, Yosys 0.63+post, stock flow scripts
make -C /OpenROAD-flow-scripts/flow DESIGN_CONFIG=/design/flow/config.mk WORK_HOME=/design/flow/orfs finish

===== flow/config.mk =====
export PLATFORM = sky130hd
export DESIGN_NAME = adder4
export DESIGN_NICKNAME = adder4
export VERILOG_FILES = /design/flow/design.v
export SDC_FILE = /design/flow/constraint.sdc
export NUM_CORES = 4
export LEC_CHECK = 1
export CORE_AREA = 10 10 70 70
export DIE_AREA = 0 0 80 80

===== flow/constraint.sdc =====
current_design adder4

set clk_period 3.3
set clk_io_pct 0.2

create_clock -name clk0 -period $clk_period

set non_clock_inputs [all_inputs -no_clocks]
set_input_delay [expr $clk_period * $clk_io_pct] -clock clk0 $non_clock_inputs
set_output_delay [expr $clk_period * $clk_io_pct] -clock clk0 [all_outputs]

==> impl_metrics.py <==
# Generated from Yosys and OpenROAD reports
metrics = {
    "run": {
        "warnings": 33,
        "maxCapViolCount": 0,
    },
    "synthesis": {
        "postSynthSeqShare": 0,
        "syn_area_um2": 168,
        "ys_area_um2": 168,
        "yosysWarnings": 4,
        "yosys-stat-cells": 20,
        "syn_inst": 20,
        "post_synth.cell_area_avg_um2": 8.38,
        "ys_types": 9,
    },
    "worst_setup_path": {
        "start_kind": "primary input",
        "end_kind": "output pin",
        "cp.required_ns": 2.64,
        "path_class": "primary input to output pin",
        "worstPathArrival_ns": 2.52,
        "cp_max_fo": 2,
    },
    "global_route": {
        "grt_pass1_vias": 185,
        "grt_antenna_before_repair": 0,
        "overflow": 0,
        "grt_pass1_wl_um": 959,
        "grt_max_degree": 4,
        "grtUsageTotal": 0.0185,
    },
    "worst_hold_path": {
        "hold_start": "i_a[0]",
        "hold_end": "o_sum[0]",
        "min_path_type": "primary input to output pin",
        "min_path_cells": 3,
    },
    "route": {
        "wirelength_um": 619,
        "drcViolationCount": 0,
        "ant_nets": 0,
        "via_per_inst": 2.23,
        "vias": 185,
        "dr.pass1.iters": 2,
        "drtIter0Drc": 5,
        "diodes": 0,
        "wl_per_cell_um": 7.46,
    },
    "clock_network": {
        "hold_buffers": 0,
        "post_cts_buffers": 0,
    },
    "cells_and_area": {
        "combGateArea_um2": 180,
        "drive_gt1_frac": 0.243,
        "final_util": 0.124,
        "seq_cells": 0,
        "clkbuf_count": 0,
        "num-fill-cells": 396,
        "design_area_um2": 423,
        "seqCellArea_um2": 0,
        "area_delta_synth_final_pct": 152,
        "instances_no_fill": 83,
    },
    "placed_design": {
        "place_area_um2": 388,
        "globalplace.congestion": 0.852,
        "port_buffers": 14,
        "dpl.hpwl_um": 562,
        "dp_cells": 83,
    },
    "power": {
        "power.share.sequential": 0,
        "powerDensity_mw_per_mm2": 187,
        "peakVddDrop_uv": 96.7,
        "swShare": 0.343,
        "power_frac_clock": 0,
        "comb_power_share": 1.000,
        "p_int_uw": 51.9,
        "leakage_uw": 0.000188,
        "switchingPower_uw": 27.1,
    },
    "floorplanning": {
        "initCoreUtil": 0.0491,
        "rows": 21,
        "core_area_mm2": 0.00342,
        "die_area_mm2": 0.00640,
        "ios": 15,
        "die_x_um": 80,
        "die_y_um": 80,
    },
    "timing": {
        "tightest_slew_ns": 0.242,
        "min_period_ns": 3.18,
        "maxSlewHeadroom": 0.838,
        "fmax_ghz": 0.314,
        "drv_slew": 0,
        "hold_slack_ns": 1.99,
        "rsz0062_at_grt": "no",
        "setup_violations": 0,
        "finalHoldViolCount": 0,
        "fin_crit_sh": 0.965,
    },
    "outcome": {
        "outcome": "finished clean",
    },
}
## final cells by class
class / count / share of cell area
Tap cell: 46 / 0.136
Multi-Input combinational cell: 16 / 0.426
Inverter: 4 / 0.0355
Timing Repair Buffer: 17 / 0.402
## per-stage QoR
| step | setup slack (ns) | TNS [ns] | total power (uW) |
|---|---|---|---|
| finish | 0.116 | 0 | 79.1 |
| floorplan | 0.891 | 0 | 24.8 |
| CTS | 0.00128 | 0 | 73.1 |
| detailed placement | -0.260 | -0.273 | 75.8 |
| global route | 0.00494 | 0 | 87.1 |
| global placement | -0.224 | -0.228 | 74.8 |
## logic make-up after synthesis
family,count (synthesis),share of synthesized area
XOR/XNOR,5,0.261
adder cells (fa/ha/maj),5,0.418
buffers and inverters,4,0.0895
AND-OR/OR-AND,3,0.149
AND/OR/NAND/NOR,3,0.0821
## power groups by stage
stage / sequential (uW) / clock (uW) / combinational (uW)
final: 0 / 0 / 79.1
after global routing: 0 / 0 / 87.1
after CTS: 0 / 0 / 73.1
## placed cells by master, fill, tap and decap left out, types with 2 or more instances in the layout
master,instances
buf_4,2
inv_1,4
xnor2_1,3
dlymetal6s2s_1,2
clkdlybuf4s50_1,11
ha_1,3
nor2_1,2
## cell usage after synthesis, drive strengths merged
| cell type | count | share of area |
|---|---|---|
| inv | 4 | 0.090 |
| xnor2 | 4 | 0.21 |
| nor2 | 2 | 0.045 |
| nand2b | 1 | 0.037 |
| ha | 4 | 0.30 |
| a21o | 1 | 0.045 |
| fa | 1 | 0.12 |
| a21oi | 2 | 0.10 |
| xor2 | 1 | 0.052 |
## metal layers
metal	routed length, um	share of wire	up-vias	global-route usage
met2	151	0.24	13	0.0193
met1	360	0.58	74	0.0323
met5	0	0	-	0
li1	-	-	98	-
met4	0	0	0	0
met3	107	0.17	0	0.00795
## worst max path at each step
stage,startpoint,end
4_1_cts,i_a[0],o_carry
5_1_grt,i_a[1],o_sum[3]
6_report,i_a[1],o_sum[3]
## worst max-delay path: stages
cell	delay (ns)
clkdlybuf4s50_1	0.42
buf_4	0.14
ha_1	0.27
a21o_1	0.18
a21oi_2	0.15
xnor2_1	0.17
clkdlybuf4s50_1	0.52
## timing repair
action                                  4_1_cts  5_1_grt
resized                                       2        7
cloned                                        0        0
pin swaps                                     1        5
endpoints found under the setup margin        2        2
Power figures rest on the tool's default switching activity, not on a simulated workload.
